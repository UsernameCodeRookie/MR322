<file path="design/flow/design.v">
module fifo_asy #(parameter wa = 3,
                  parameter wd = 4)
                 (input rst_n,
                  input wclk,
                  input wr_en,
                  input [wd-1:0] wdata,
                  output full,
                  input rd_en,
                  input rclk,
                  output reg [wd-1:0] rdata,
                  output reg rdata_valid,
                  output empty);
    reg [wa:0] raddr;
    reg [wa:0] waddr;
    wire [wa:0] gray_waddr = (waddr>>1)^waddr;
    wire [wa:0] gray_raddr = (raddr>>1)^raddr;
    reg [wa:0] gray_raddr_r1,gray_raddr_r2;
    always @(posedge wclk) begin
        if (!rst_n)begin
            gray_raddr_r1 <= {wa{1'b0}};
            gray_raddr_r2 <= {wa{1'b0}};
            end else begin
            gray_raddr_r1 <= gray_raddr;
            gray_raddr_r2 <= gray_raddr_r1;
        end
    end
    wire full_con1 = &(~(gray_waddr[wa-2:0]^gray_raddr_r2[wa-2:0]));
    wire full_con2 = &(~(gray_waddr[wa:wa-1]^gray_raddr_r2[wa:wa-1]));
    assign full    = full_con1&~full_con2;
    reg [wa:0] gray_waddr_r1,gray_waddr_r2;
    always @(posedge rclk) begin
        if (!rst_n)begin
            gray_waddr_r1 <= {wa{1'b0}};
            gray_waddr_r2 <= {wa{1'b0}};
            end else begin
            gray_waddr_r1 <= gray_waddr;
            gray_waddr_r2 <= gray_waddr_r1;
        end
    end
    wire empty_con1 = &(~(gray_waddr_r2[wa-2:0]^gray_raddr[wa-2:0]));
    wire empty_con2 = &(~(gray_waddr_r2[wa:wa-1]^gray_raddr[wa:wa-1]));
    assign empty    = empty_con1&empty_con2;
    parameter deep = (1<<wa)-1;
    reg [wd-1:0] fifo_mem[deep:0] ;
    always @(posedge wclk) begin
        if (!rst_n)
            waddr <= {wa{1'b0}};
        else if (wr_en&&!full) begin
            fifo_mem[waddr[wa-1:0]] <= wdata;
            waddr                   <= waddr + 1'b1;
        end
            end
            always @(posedge rclk) begin
                if (!rst_n)begin
                    raddr       <= {wa{1'b0}};
                    rdata       <= {wd{1'b0}};
                    rdata_valid <= 1'b0;
                    end else if (rd_en&&!empty) begin
                    raddr       <= raddr + 1'b1;
                    rdata       <= fifo_mem[raddr[wa-1:0]];
                    rdata_valid <= 1'b1;
                    end else begin
                    rdata       <= {wd{1'b0}};
                    rdata_valid <= 1'b0;
                end
            end
            endmodule
</file>
<file path="design/flow/run.sh">
#!/bin/bash
# OpenROAD 26Q1-2900-gdf79404cd8, Yosys 0.63+post, stock flow scripts
make -C /OpenROAD-flow-scripts/flow DESIGN_CONFIG=/design/flow/config.mk WORK_HOME=/design/flow/orfs finish
</file>
<file path="design/flow/config.mk">
export PLATFORM = sky130hd
export DESIGN_NAME = fifo_asy
export DESIGN_NICKNAME = fifo_asy
export VERILOG_FILES = /design/flow/design.v
export SDC_FILE = /design/flow/constraint.sdc
export NUM_CORES = 4
export LEC_CHECK = 1
export CORE_UTILIZATION = 40
</file>
<file path="design/flow/constraint.sdc">
current_design fifo_asy

set clk_period 2.8
set clk_io_pct 0.2

create_clock -name clk0 -period $clk_period [get_ports {rclk}]
create_clock -name clk1 -period $clk_period [get_ports {wclk}]

set non_clock_inputs [all_inputs -no_clocks]
set_input_delay [expr $clk_period * $clk_io_pct] -clock clk0 $non_clock_inputs
set_output_delay [expr $clk_period * $clk_io_pct] -clock clk0 [all_outputs]
</file>
==> impl_metrics.env <==
# yosys + openroad results
export IMPL_dpl_cell_area_um2=2669
export IMPL_clk_pin_slew_ns=0.09
export IMPL_swShare_pct=22.05
export IMPL_power_switching_w=0.0004121
export IMPL_grt_pass1_wl_mm=6.492
export IMPL_antenna_found_initial=0
export IMPL_ys_seq_share_pct=63.57
export IMPL_maxSlewViolCount=0
export IMPL_wl_met1_mm=1.808
export IMPL_rsz0062_at_grt="false"
export IMPL_r2r_end="fifo_mem[7][2]"
export IMPL_io_buffers=14
export IMPL_dpl_worst_slack_ns=0.2717
export IMPL_clock_sinks=61
export IMPL_area_leaders="edfxtp_1 (40%), dfxtp_1 (24%), mux4_2 (7.4%)"
export IMPL_ff2ff_setup_slack_ns=0.48
export IMPL_synth_cell_types=31
export IMPL_dp_hpwl_mm=2.758
export IMPL_first_iter_violations=68
export IMPL_powerDensity_nw_per_um2=651.1
export IMPL_syn_avg_cell_area_um2=13.78
export IMPL_skew_ns=0.009949
export IMPL_endpoint="full"
export IMPL_finalWeightedCongestion=0.8915
export IMPL_cp_start_kind="flop"
export IMPL_num_rows=27
export IMPL_wl_met3_um=257
export IMPL_arrival_ns=2.17
export IMPL_intPower_w=0.001457
export IMPL_die_w_um=79.86
export IMPL_dr_pass1_iters=4
export IMPL_syn_inst=176
export IMPL_ir_drop_mv=0.2668
export IMPL_outcome="finished, final reports clean"
export IMPL_grt_overflow_total=0
export IMPL_synth_top_cell_by_area="edfxtp_1"
export IMPL_seqPwrFrac_pct=52.5
export IMPL_edf_count=32
export IMPL_wl_met2_mm=1.831
export IMPL_p_comb_share_pct=12.0
export IMPL_tightestPinTransition_ns=0.6487
export IMPL_core_area_um2=5675
export IMPL_grt_max_degree=31
export IMPL_criticalPathCategory="flop to primary output"
export IMPL_crit_path_max_fanout=5
export IMPL_fin_tns_setup_ns=0
export IMPL_slew_headroom_pct=56.42
export IMPL_drcViolationCount=0
export IMPL_hold_class="flop to flop"
export IMPL_rr_worst_depth=5
export IMPL_fillers=476
export IMPL_antenna_cells=0
export IMPL_ys_area_um2=2425
export IMPL_tool_warnings=29
export IMPL_chipArea_um2=6378
export IMPL_netlist_area_um2=2425
export IMPL_setup_slack_ns=0.06585
export IMPL_endpoint_kind="primary output"
export IMPL_p_leak_nw=1.054
export IMPL_dpl_cell_count=262
export IMPL_cts_tree="built"
export IMPL_r2r_start="waddr[2]"
export IMPL_maxCapViolCount=0
export IMPL_clockPowerShare_pct=35.5
export IMPL_yosys_warnings=1
export IMPL_yosysTopAreaCellShare_pct=39.63
export IMPL_die_h_um=79.86
export IMPL_syn_to_final_growth_pct=18.37
export IMPL_report_final_setup_viol=0
export IMPL_instances_no_fill=276
export IMPL_yosys_most_used_dff="edfxtp_1"
export IMPL_power_w=0.001869
export IMPL_ys_cells=176
export IMPL_mi_logic_area_um2=822.0
export IMPL_io_pins=16
export IMPL_synth_async_reset_ratio_pct=0
export IMPL_cp_startpoint="waddr[1]"
export IMPL_initial_core_util_pct=42.72
export IMPL_num_vias=1352
export IMPL_grt_pass1_vias=1363
export IMPL_final_area_um2=2870
export IMPL_detail_route_antenna_nets=0
export IMPL_synth_flops=61
export IMPL_wl_per_cell_um=14.38
export IMPL_vias_per_cell=4.899
export IMPL_maxUsedRoutingLayer="met4"
export IMPL_flop_area_um2=1553
export IMPL_wl_mm=3.968
export IMPL_final_layout_size_suffix_gt1_share_pct=20.59
export IMPL_track_usage_pct=14.54
export IMPL_cp_required_ns=2.24
export IMPL_hold_viol_final=0
power groups by stage:
stage	combinational (W)	clock (W)	sequential, W
4_1_cts	0.000221	0.000684	0.000983
5_1_grt	0.000245	0.000721	0.000985
6_report	0.000223	0.000664	0.000982
sequential cells by signal (all words and copies together) (netlist names):
register / count
gray_waddr_r2: 4
waddr: 4
fifo_mem: 32
rdata_valid: 1
gray_waddr_r1: 4
raddr: 4
rdata: 4
gray_raddr_r1: 4
gray_raddr_r2: 4
layout by cell type (no fill, tap or decap), drive strengths merged, types with 3 or more instances in the layout:
cell           instances
clkbuf                 9
o211ai                 3
mux2i                  3
ha                     7
nor2                   8
nand2                 21
mux4                   8
nand3                  4
and2                  13
dfxtp                 29
xor2                   3
buf                   10
a21oi                  5
clkdlybuf4s50         14
inv                    9
xnor2                  6
nor3                   6
edfxtp                32
metal layers:
layer | vias up | GRT usage (%)
li1 | 672 | -
met2 | 32 | 21.88
met1 | 640 | 20.96
met4 | 0 | 3.393
met5 | - | 0
met3 | 8 | 5.916
synth_stat cells, types with 5 or more instances:
| master | n |
|---|---|
| mux4_2 | 8 |
| clkbuf_1 | 5 |
| inv_1 | 8 |
| nor2_1 | 8 |
| nor3_1 | 6 |
| a21oi_1 | 5 |
| nand2_1 | 21 |
| and2_1 | 13 |
| edfxtp_1 | 32 |
| xnor2_1 | 6 |
| ha_1 | 7 |
| dfxtp_1 | 29 |
metrics by stage:
| step | hold WS [ns] | utilization [%] |
|---|---|---|
| CTS | 0.4365 | 49.91 |
| global route | 0.4481 | 50.57 |
| finish | 0.4355 | 50.57 |
| floorplan | 0.4119 | - |
| global placement | 0.4210 | 47.02 |
| detailed placement | 0.4206 | 47.02 |
how the worst min path moves through the flow:
stage | slack [ns] | cells after the start | start | to
global route | 0.45 | 1 | gray_waddr_r1[1] | gray_waddr_r2[1]
CTS | 0.44 | 1 | gray_waddr_r1[0] | gray_waddr_r2[0]
finish | 0.44 | 1 | gray_waddr_r1[3] | gray_waddr_r2[3]
logic make-up (layout without fill, tap and decap cells):
logic type                 Yosys count  count (layout)  share of synthesized area (%)
DFF                                 61              61                          63.57
xor gates and xnor gates            10              10                          4.231
and+or+nand+nor                     57              57                          11.77
buffers and inverters               16              44                          3.147
adders and majority gates            7               7                          3.612
muxes                               12              12                          9.288
AOI/OAI and AO/OA                   13              13                          4.386
cell type report:
| cell class | count | area share [%] |
|---|---|---|
| Timing Repair Buffer | 24 | 7.498 |
| Multi-Input combinational cell | 99 | 28.64 |
| Clock inverter | 3 | 1.613 |
| Inverter | 8 | 1.046 |
| Clock buffer | 9 | 3.967 |
| Sequential cell | 61 | 54.10 |
| Tap cell | 72 | 3.139 |
worst max-delay path, cell delays in order (launching register included):
cell,delay (ns)
dfxtp_4,0.37
inv_1,0.12
ha_4,0.22
xor2_1,0.16
a311o_1,0.39
nor2_2,0.15
clkdlybuf4s50_1,0.47
repair_timing:
item	CTS	global route
setup endpoints to repair	1	1
setup buffers	0	2
hold buffers	0	0
resized	3	5
pin swaps	0	2
Power and IR drop assume default switching activity.
